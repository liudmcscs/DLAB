File: ./config.mk
export PLATFORM = sky130hd
export DESIGN_NAME = lab4
export DESIGN_NICKNAME = lab4
export VERILOG_FILES = /design/flow/design.v
export SDC_FILE = /design/flow/constraint.sdc
export NUM_CORES = 4
export LEC_CHECK = 1
export CORE_UTILIZATION = 50
File: ./constraint.sdc
current_design lab4

set clk_period 8.7
set clk_io_pct 0.2

create_clock -name clk0 -period $clk_period [get_ports {clk}]

set non_clock_inputs [all_inputs -no_clocks]
set_input_delay [expr $clk_period * $clk_io_pct] -clock clk0 $non_clock_inputs
set_output_delay [expr $clk_period * $clk_io_pct] -clock clk0 [all_outputs]
File: ./design.v
`timescale 1ns / 1ps
module lab4(
  input  clk,
  input  reset_n,
  input  [3:0] usr_btn,
  output [3:0] usr_led,
  input  uart_rx,
  output uart_tx
);
localparam [3:0] MAININIT=0, MAINPROMPT = 1,WAITKEY1 = 2, SECONDINIT=3, WAITKEY2=4, GCD=5, ANS=6 ;
localparam [1:0] S_UART_IDLE = 0, S_UART_WAIT = 1,
                 S_UART_SEND = 2, S_UART_INCR = 3;
wire print_enable, print_done,finish;
reg [8:0] send_counter;
reg [4:0] P, P_next;
reg [1:0] Q, Q_next;
reg [23:0] init_counter;
reg [16:0]firnum;
reg [16:0]secnum;
wire transmit;
wire received;
wire [7:0] rx_byte;
reg  [7:0] rx_temp;
wire [7:0] tx_byte;
wire is_receiving;
wire is_transmitting;
wire recv_error;
uart uart(
  .clk(clk),
  .rst(~reset_n),
  .rx(uart_rx),
  .tx(uart_tx),
  .transmit(transmit),
  .tx_byte(tx_byte),
  .received(received),
  .rx_byte(rx_byte),
  .is_receiving(is_receiving),
  .is_transmitting(is_transmitting),
  .recv_error(recv_error)
);
localparam MEM_SIZE = 92;
localparam PROMPT = 0;
localparam SECOND_PROMPT = 35;
localparam ENTER_GCD = 71;
reg [7:0] data[0:MEM_SIZE-1];
initial begin
  { data[ 0], data[ 1], data[ 2], data[ 3], data[ 4], data[ 5], data[ 6], data[ 7],
    data[ 8], data[ 9], data[10], data[11], data[12], data[13], data[14], data[15],
    data[16], data[17], data[18], data[19], data[20], data[21], data[22], data[23],
    data[24], data[25], data[26], data[27], data[28], data[29], data[30], data[31],
    data[32], data[33], data[34] }
  <= { 8'h0D, 8'h0A, "Enter the first decimal number: ", 8'h00 };
  { data[35], data[36], data[37], data[38], data[39], data[40], data[41], data[42],
    data[43], data[44], data[45], data[46], data[47], data[48], data[49], data[50],
    data[51], data[52], data[53], data[54], data[55], data[56], data[57], data[58],
    data[59], data[60], data[61], data[62], data[63], data[64], data[65], data[66],
    data[67], data[68], data[69],data[70] }
  <= { 8'h0D, 8'h0A,"Enter the second decimal number: ",   8'h00 };
  { data[71], data[72], data[73], data[74], data[75], data[76], data[77],
    data[78], data[79], data[80], data[81], data[82], data[83], data[84],
    data[85], data[86], data[87], data[88], data[89], data[90], data[91]}
  <= { 8'h0D, 8'h0A, "The GCD is: 0x", 8'h00, 8'h00, 8'h00, 8'h00, 8'h00};
end
assign enter_pressed = (rx_temp == 8'h0D);
assign num_pressed = (rx_temp>=8'h30&&rx_temp<=8'h39);
assign tx_byte =(P==WAITKEY1||P==WAITKEY2)?rx_byte:data[send_counter];
always @(posedge clk) begin
  if (~reset_n) P <= MAININIT;
  else P <= P_next;
end
reg [15:0]num1;
reg [15:0]num2;
reg [15:0]num11;
reg [15:0]num22;
reg [15:0]result;
reg f1=0;
reg f2=0;
reg start=0;
wire finish;
always@(posedge clk)
begin
	if(reset_n==0||P==MAININIT)
	begin
		num1=0;
		num2=0;
	end
	else if(P==WAITKEY1&&num_pressed) 
	begin
		num1=(num1*10)+(rx_temp-8'h30);
	end
	else if(P==WAITKEY2&&num_pressed)
	begin
		num2 <= (num2*10) + (rx_temp-8'h30);
	end			
	else
	begin
		num1=num1;
		num2=num2;
	end
end
always@(posedge clk)
begin
	if(reset_n==0||P==MAININIT)
	begin
		num11=0;
		num22=0;
		start=0;
		result=0;
	end
	else if(P==WAITKEY2&&enter_pressed)
	begin
		num11=num1;
		num22=num2;
	end
	else if(num11>num22)
	begin
		num11=num11-num22;
	end
	else if(num11<num22)
	begin
		num22=num22-num11;
	end
	else if(num22==num11)
	begin
		result=num11;
		start=1;
	end
end
always@(posedge clk)
begin
	if(start==1)
	begin
		data[87]<=(result[15:12]>=0&&result[15:12]<10)?result[15:12]+48:result[15:12]+55;
		data[88]<=(result[11:8]>=0&&result[11:8]<10)?result[11:8]+48:result[11:8]+55;
		data[89]<=(result[7:4]>=0&&result[7:4]<10)?result[7:4]+48:result[7:4]+55;
		data[90]<=(result[3:0]>=0&&result[3:0]<10)?result[3:0]+48:result[3:0]+55;
	end
end
assign finish=start;
always @(*) begin  
case (P)
	MAININIT:  
	if (init_counter < 1000) P_next = MAININIT;
	else P_next = MAINPROMPT;
	MAINPROMPT:  
	if (print_done) P_next = WAITKEY1;
	else P_next = MAINPROMPT;
	WAITKEY1:  
	if (enter_pressed) P_next = SECONDINIT;
	else P_next = WAITKEY1;
	SECONDINIT:
	if(print_done)P_next= WAITKEY2;
	else P_next=SECONDINIT;
	WAITKEY2:
	if(enter_pressed)P_next=GCD;
	else P_next=WAITKEY2;
	GCD:
	if(finish)P_next=ANS;
	else P_next=GCD;
	ANS:  
	if(print_done)P_next=MAININIT;
	else P_next=ANS;
endcase
end
assign usr_led=P;
assign print_enable = (P != MAINPROMPT && P_next == MAINPROMPT) ||
					(P == WAITKEY1 && P_next == SECONDINIT)     ||
					(P == WAITKEY2 && P_next == GCD)				||
					(P==GCD&&P_next==ANS);
assign print_done = (tx_byte == 8'h0);
always @(posedge clk) begin
  if (P == MAININIT) init_counter <= init_counter + 1;
  else init_counter <= 0;
end
always @(posedge clk) begin
  if (~reset_n) Q <= S_UART_IDLE;
  else Q <= Q_next;
end
always @(*) begin  
  case (Q)
    S_UART_IDLE:  
      if (print_enable) Q_next = S_UART_WAIT;
      else Q_next = S_UART_IDLE;
    S_UART_WAIT:  
      if (is_transmitting == 1) Q_next = S_UART_SEND;
      else Q_next = S_UART_WAIT;
    S_UART_SEND:  
      if (is_transmitting == 0) Q_next = S_UART_INCR;  
      else Q_next = S_UART_SEND;
    S_UART_INCR:
      if (tx_byte == 8'h0) Q_next = S_UART_IDLE;  
      else Q_next = S_UART_WAIT;
  endcase
end
assign transmit = (P==WAITKEY1||P==WAITKEY2)? received : (Q_next == S_UART_WAIT || print_enable);
assign tx_byte =(P==WAITKEY1||P==WAITKEY2)?rx_byte:data[send_counter];
always @(posedge clk) begin
  case (P_next)
    MAININIT: send_counter <= PROMPT;
    WAITKEY1: send_counter <= SECOND_PROMPT;
	WAITKEY2:send_counter <= ENTER_GCD;
    default: send_counter <= send_counter + (Q_next == S_UART_INCR);
  endcase
end
always @(posedge clk) begin
  rx_temp <= (received)? rx_byte : 8'h0;
end
endmodule
`timescale 1ns / 1ps
module uart(
    input clk,  
    input rst,  
    input rx,  
    output tx,  
    input transmit,  
    input [7:0] tx_byte,  
    output received,  
    output [7:0] rx_byte,  
    output is_receiving,  
    output is_transmitting,  
    output recv_error  
    );
parameter CLOCK_DIVIDE = 651;  
parameter RX_IDLE = 0;
parameter RX_CHECK_START = 1;
parameter RX_READ_BITS = 2;
parameter RX_CHECK_STOP = 3;
parameter RX_DELAY_RESTART = 4;
parameter RX_ERROR = 5;
parameter RX_RECEIVED = 6;
parameter TX_IDLE = 0;
parameter TX_SENDING = 1;
parameter TX_DELAY_RESTART = 2;
reg [10:0] rx_clk_divider = CLOCK_DIVIDE;
reg [10:0] tx_clk_divider = CLOCK_DIVIDE;
reg [2:0] recv_state = RX_IDLE;
reg [5:0] rx_countdown;
reg [3:0] rx_bits_remaining;
reg [7:0] rx_data;
reg tx_out = 1;
reg [1:0] tx_state = TX_IDLE;
reg [5:0] tx_countdown;
reg [3:0] tx_bits_remaining;
reg [7:0] tx_data;
assign received = (recv_state == RX_RECEIVED);
assign recv_error = (recv_state == RX_ERROR);
assign is_receiving = (recv_state != RX_IDLE);
assign rx_byte = rx_data;
assign tx = tx_out;
assign is_transmitting = tx_state != TX_IDLE;
always @(posedge clk) begin
  if (rst) begin
    recv_state = RX_IDLE;
    tx_state = TX_IDLE;
  end
  rx_clk_divider = rx_clk_divider - 1;
  if (!rx_clk_divider) begin
    rx_clk_divider = CLOCK_DIVIDE;
    rx_countdown = rx_countdown - 1;
  end
  tx_clk_divider = tx_clk_divider - 1;
  if (!tx_clk_divider) begin
    tx_clk_divider = CLOCK_DIVIDE;
    tx_countdown = tx_countdown - 1;
  end
  case (recv_state)
    RX_IDLE: begin
      if (!rx) begin
        rx_clk_divider = CLOCK_DIVIDE;
        rx_countdown = 8;
        recv_state = RX_CHECK_START;
      end
    end
    RX_CHECK_START: begin
      if (!rx_countdown) begin
        if (!rx) begin
          rx_countdown = 16;
          rx_bits_remaining = 8;
          recv_state = RX_READ_BITS;
        end else begin
          recv_state = RX_ERROR;
        end
      end
    end
    RX_READ_BITS: begin
      if (!rx_countdown) begin
        rx_data = {rx, rx_data[7:1]};
        rx_countdown = 16;
        rx_bits_remaining = rx_bits_remaining - 1;
        recv_state = rx_bits_remaining ? RX_READ_BITS : RX_CHECK_STOP;
      end
    end
    RX_CHECK_STOP: begin
      if (!rx_countdown) begin
        recv_state = rx ? RX_RECEIVED : RX_ERROR;
      end
    end
    RX_DELAY_RESTART: begin
      recv_state = rx_countdown ? RX_DELAY_RESTART : RX_IDLE;
    end
    RX_ERROR: begin
      rx_countdown = 32;
      recv_state = RX_DELAY_RESTART;
    end
    RX_RECEIVED: begin
      recv_state = RX_IDLE;
    end
    default: recv_state = RX_IDLE;
  endcase
  case (tx_state)
    TX_IDLE: begin
      if (transmit) begin
        tx_data = tx_byte;
        tx_clk_divider = CLOCK_DIVIDE;
        tx_countdown = 16;
        tx_out = 0;
        tx_bits_remaining = 8;
        tx_state = TX_SENDING;
      end
    end
    TX_SENDING: begin
      if (!tx_countdown) begin
        if (tx_bits_remaining) begin
          tx_bits_remaining = tx_bits_remaining - 1;
          tx_out = tx_data[0];
          tx_data = {1'b0, tx_data[7:1]};
          tx_countdown = 16;
          tx_state = TX_SENDING;
        end else begin
          tx_out = 1;
          tx_countdown = 32;
          tx_state = TX_DELAY_RESTART;
        end
      end
    end
    TX_DELAY_RESTART: begin
      tx_state = tx_countdown ? TX_DELAY_RESTART : TX_IDLE;
    end
    default: tx_state = TX_IDLE;
  endcase
end
endmodule
File: ./run.sh
#!/bin/bash
# OpenROAD 26Q1-2900-gdf79404cd8, Yosys 0.63+post, stock flow scripts
make -C /OpenROAD-flow-scripts/flow DESIGN_CONFIG=/design/flow/config.mk WORK_HOME=/design/flow/orfs finish
==> impl_metrics.yaml <==
# generated from flow reports
synthesis:
  ys_chip_area_mm2: 0.01521
  netlist_area_mm2: 0.01521
  ys_cells: 1820
  edf_count: 53
  async_flop_share: 0
  yosysWarnings: 13
  ys_seq_elements: 222
  syn_area_per_cell_um2: 8.355
  flop_cell: "dfxtp_1"
  netlist_instances: 1820
  synth.distinct_cells: 94
detailed_routing:
  drt_first_pass_iters: 6
  diodes: 0
  wire_per_inst_um: 16.01
  first_iter_violations: 1012
  drt-vias-per-instance: 5.644
  drcViolationCount: 0
  routed_wl_um: 35180
  vias: 12399
  drtAntennaViolNets: 0
timing:
  rsz0062_at_grt: "false"
  setup_viol: 0
  skew_ns: 0.007070
  final-hold-violation-count: 0
  drv_slew: 0
  period_needed_ns: 4.753
  unclocked_pins: 3
  fmax_mhz: 210.4
  final.setup.tns_ns: 0
  relSlewSlack: 0.4029
  tightest_slew_ns: 0.8888
  final.period_utilization: 0.5463
  untimed_endpoints: 3
clock_network:
  cts.path.max_buffers: 3
  cts_setup_buffers: 0
  cts_tree: "done"
  cts.repair.resized: 0
  ctsHoldBuffers: 0
  clk-insertion-delay-late_ns: 0.53
  htree_levels: 1
  clockRootBuffer: "clkbuf_16"
  cts_buffers: 27
  clkTransAtPathRegs_ns: 0.05
pwr:
  total_leakage_power_nw: 6.463
  ir_drop_uv: 159.7
  powerDensity_mw_per_mm2: 149.1
global_route:
  grt_pass1_vias: 11601
  antenna_found_initial: 0
  grt_max_degree: 52
  grt_use_total: 0.2379
  grt_first_pass_wirelength_um: 58500
  overflow: 0
placement:
  place_area_mm2: 0.01553
  io_buffers: 6
  dpl.cell_count: 2148
  hpwl_um: 25310
  place_congestion: 0.9985
critical_path:
  crit_required_ns: 9.16
  r2r_slack_ns: 3.95
  worstPathCellList: "buf_4, nand2b_1, nor4_1, a211oi_1, nor4bb_1, nand4b_1, o31ai_1, a211o_1, o21ai_0, a21oi_1, ha_1, ha_1, nand4_1, xor2_1, a21oi_1"
  worstPathArrival_ns: 5.22
  crit_slowest_cell: "nor4bb_1"
  max_stage_delay_ns: 0.76
  reg2reg_from: "send_counter[5]"
  crit_path_start_kind: "flop"
  path_max_fanout: 35
  crit_type: "flop to flop"
  cp-end-kind: "flop"
  cp-startpoint: "send_counter[5]"
die:
  fp.coreArea_mm2: 0.02980
  die-area_mm2: 0.03111
  die_x_um: 176.4
  die_height_um: 176.4
  io_pins: 12
  fp_util: 0.5103
  rows: 63
cells_and_area:
  lay_top_cells: "nor2_1 (187), dfxtp_1 (166), nand2_1 (140), a21oi_1 (128), ha_1 (123)"
  drive_above_1_share: 0.05534
  area_delta_synth_final_pct: 8.162
  final_cells: 2197
  layout_top_cell: "nor2_1"
  final_area_mm2: 0.01645
job:
  warnings: 48
  max_cap_viol_count: 0
min_path:
  min_from: "uart.rx_clk_divider[0]"
  holdCritPathClass: "flop to flop"
run_status:
  status: "finished, final reports clean"
==> metrics by stage <==
stage / util / worst slack, ns / power [mW] / hold slack [ns]
after floorplan: - / 4.753 / 1.278 / 0.4067
final: 0.5520 / 3.947 / 2.451 / 0.4466
after global placement: 0.5211 / 4.128 / 1.310 / 0.4257
after CTS: 0.5520 / 4.126 / 2.484 / 0.4553
after global routing: 0.5520 / 3.705 / 2.553 / 0.4847
after detailed placement: 0.5211 / 4.100 / 1.313 / 0.4371
==> layout make-up <==
type,count,area (um^2)
repair buffers,28,225.2
fillers,2674,13350
flip-flops and latches,222,4960
inverters,121,454.2
clock buffers,33,708.2
multi-input cells,1387,9400
clock inverters,16,211.5
well taps,390,488.0
==> critical path: cells and delay by family, from the launching register on <==
| family | cells | cell delay [ns] |
|---|---|---|
| compound gates | 6 | 1.75 |
| simple gates | 5 | 1.65 |
| fa+ha+maj | 2 | 0.46 |
| buf+inv | 1 | 0.33 |
| flops | 1 | 0.30 |
| xor+xnor | 1 | 0.17 |
==> path summary, 6_finish.rpt <==
| kind | end | depth (start not counted) |
|---|---|---|
| worst max-delay path | send_counter[6] | 15 |
| worst min-delay path | uart.rx_clk_divider[0] | 1 |
| worst max register to register | send_counter[6] | 15 |
| worst min register to register | uart.rx_clk_divider[0] | 1 |
==> per-layer routing <==
layer	global-route usage	share of wire	up-vias
li1	-	-	6460
met1	0.3625	0.49	5673
met2	0.3773	0.45	221
met3	0.03272	0.044	45
met4	0.03807	0.018	0
met5	0	0	-
==> where the power goes <==
part | switching, mW | internal, mW | total, mW
clock | 0.434 | 0.724 | 1.16
combinational | 0.0771 | 0.0750 | 0.152
sequential | 0.0550 | 1.09 | 1.14
==> synthesized netlist by cell type, types with 9 or more instances <==
master / number / area, um^2
buf_2: 18 / 90.09
xnor2_1: 89 / 779.5
nand3_1: 43 / 215.2
and3b_1: 10 / 87.58
or3_1: 15 / 93.84
nor4_1: 20 / 125.1
nor2_1: 188 / 705.7
nor2b_1: 32 / 200.2
nand2b_1: 23 / 143.9
nor3_1: 50 / 250.2
a21boi_0: 13 / 97.59
dfxtp_1: 166 / 3323
inv_1: 120 / 450.4
nand4_1: 20 / 125.1
a21oi_1: 128 / 640.6
o21ai_0: 83 / 415.4
o211ai_1: 12 / 90.09
clkbuf_1: 58 / 217.7
edfxtp_1: 53 / 1592
a22oi_1: 11 / 82.58
nand2_1: 141 / 529.3
o41ai_1: 9 / 78.83
a211oi_1: 26 / 195.2
a21o_1: 24 / 180.2
ha_1: 123 / 1539
nor3b_1: 11 / 82.58
and3_1: 27 / 168.9
mux2i_1: 44 / 440.4
nand3b_1: 10 / 75.07
or2_2: 12 / 75.07
xor2_1: 38 / 332.8
o21a_1: 12 / 90.09
and2_1: 14 / 87.58
a31oi_1: 27 / 168.9
==> state kept, by name (all words and copies together), names as in the netlist, 6 cells and up <==
name and cells:
data 28, init_counter 24, num1 16, num11 16
num2 16, num22 16, result 16, rx_temp 8
send_counter 7, uart.rx_clk_divider 11, uart.rx_countdown 6, uart.rx_data 8
uart.tx_clk_divider 11, uart.tx_countdown 6, uart.tx_data 8
==> cell families after synthesis <==
group / share of synthesized area
and+or+nand+nor: 0.2184
adders and majority gates: 0.1091
AOI/OAI and AO/OA: 0.1848
xor gates and xnor gates: 0.07315
buffers and inverters: 0.05694
DFF: 0.3232
latches: 0.002962
other: 0.0002466
muxes: 0.03119
No activity file was given, so power comes from the tool's default toggle rates.
