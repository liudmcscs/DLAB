<file path="design/flow/config.mk">
export PLATFORM = sky130hd
export DESIGN_NAME = mmult
export DESIGN_NICKNAME = mmult
export VERILOG_FILES = /design/flow/design.v
export SDC_FILE = /design/flow/constraint.sdc
export NUM_CORES = 4
export LEC_CHECK = 1
export CORE_AREA = 10 10 123 123
export DIE_AREA = 0 0 133 133
</file>
<file path="design/flow/constraint.sdc">
current_design mmult

set clk_period 1.6
set clk_io_pct 0.2

create_clock -name clk0 -period $clk_period [get_ports {clk}]
create_clock -name clk1 -period $clk_period [get_ports {reset_n}]

set non_clock_inputs [all_inputs -no_clocks]
set_input_delay [expr $clk_period * $clk_io_pct] -clock clk0 $non_clock_inputs
set_output_delay [expr $clk_period * $clk_io_pct] -clock clk0 [all_outputs]
</file>
<file path="design/flow/design.v">
`timescale 1ns / 1ps
module mmult(
  input  clk,                  
  input  reset_n,              
  input  enable,               
  input  [0:9*8-1] A_mat,      
  input  [0:9*8-1] B_mat,      
  output reg valid,                
  output reg [0:9*17-1] C_mat  
);
reg [0:3*8-1] A1 ;
reg [0:3*8-1] A2 ;
reg [0:3*8-1] A3 ;
reg [0:3*8-1] B1 ;
reg [0:3*8-1] B2 ;
reg [0:3*8-1] B3 ;
reg [0:9*17-1]C;
reg [0:3]cou;
always@(posedge clk)
begin
	if(enable==0)
	begin
		A1=A_mat[0:23];
		A2=A_mat[24:47];
		A3=A_mat[48:71];
		B1={B_mat[0:7],B_mat[24:24+7],B_mat[48:48+7]};
		B2={B_mat[8:8+7],B_mat[32:32+7],B_mat[56:56+7]};
		B3={B_mat[16:16+7],B_mat[40:40+7],B_mat[64:64+7]};
		cou=5;
		valid=0;
		C_mat=0;
	end
	else if(cou==4)
	begin
		C_mat[0:16]=A1[0:7]*B1[0:7]+A1[8:15]*B1[8:15]+A1[16:23]*B1[16:23];
		C_mat[17+:17]=A1[0:7]*B2[0:7]+A1[8:15]*B2[8:15]+A1[16:23]*B2[16:23];
		C_mat[34+:17]=A1[0:7]*B3[0:7]+A1[8:15]*B3[8:15]+A1[16:23]*B3[16:23];
	end
	else if(cou==3)
	begin
		C_mat[51+:17]=A2[0:7]*B1[0:7]+A2[8:15]*B1[8:15]+A2[16:23]*B1[16:23];
		C_mat[68+:17]=A2[0:7]*B2[0:7]+A2[8:15]*B2[8:15]+A2[16:23]*B2[16:23];
		C_mat[85+:17]=A2[0:7]*B3[0:7]+A2[8:15]*B3[8:15]+A2[16:23]*B3[16:23];
	end
	else if(cou==2)
	begin
		C_mat[102+:17]=A3[0:7]*B1[0:7]+A3[8:15]*B1[8:15]+A3[16:23]*B1[16:23];
		C_mat[119+:17]=A3[0:7]*B2[0:7]+A3[8:15]*B2[8:15]+A3[16:23]*B2[16:23];
		C_mat[136+:17]=A3[0:7]*B3[0:7]+A3[8:15]*B3[8:15]+A3[16:23]*B3[16:23];
	end
	else if(cou==0)
	begin
		valid=1;
	end
	cou=cou-1;
end
always @(negedge reset_n)
begin
	C_mat = 0;
end
endmodule
</file>
<file path="design/flow/run.sh">
#!/bin/bash
# OpenROAD 26Q1-2900-gdf79404cd8, Yosys 0.63+post, stock flow scripts
make -C /OpenROAD-flow-scripts/flow DESIGN_CONFIG=/design/flow/config.mk WORK_HOME=/design/flow/orfs finish
</file>
==> impl_metrics.ini <==
; flow metrics
[status]
outcome = complete, no violations

[clock_network]
cts_sinks = 5
cts_made_buffers = 3
cts_tree = built
cts_setup_buffers = 0
root_buffer = clkbuf_16
clk_pin_slew_ps = 30
ctsResizeCount = 0
clk_path_buf_depth = 2
holdBufCountCts = 0
htreeDepth = 1

[setup_path]
cp_top_family = buffers and inverters
critPathLaunchType = flop
cp_max_fo = 2
slowest_delay_ps = 510
rrSetupSlack_ps = 540
crit_slowest_cell = clkdlybuf4s50_1
cp_cell_sequence = clkdlybuf4s50_1
required_ps = 1280
worstSetupPathType = flop to primary output
cp-startpoint = valid$_SDFFE_PN0P_
arrival_ps = 1040
end_kind = primary output
reg2reg_from = cou[0]$_DFF_P_
critical_path_buf_inv_count = 1

[power]
peakVddDrop_v = 0.000266
power.net_switching_mw = 0.129
leakage_nw = 0.617
p_int_mw = 0.499
switching_share = 0.205
power.share.sequential = 0.253
powerDensity_mw_per_mm2 = 590
comb_power_share = 0.105
pwr-share-clk = 0.643

[global_route]
grt_max_degree = 4
overflow = 0
grt_use_total = 0.0206
grt_pass1_wl_um = 3310
antenna_found_initial = 0
grt_pass1_vias = 879

[min_path]
worstHoldStart = valid$_SDFFE_PN0P_
hp-class = flop to flop

[drt]
antennaDiodeCount = 0
ant_nets = 0
viasPerCell = 1.67
drc_errors = 0
finalWirelength_um = 2340
wl_per_cell_um = 6.72
drt_iter0_drc = 9
vias = 582
dr.pass1.iters = 2

[synth]
synth_top_area_share = 0.865
netlist_area_sq_mm = 0.00133
ys_types = 12
ys_chip_area_sq_mm = 0.00133
yosysTopAreaCell = buf_4
ys_cells = 171
ys.flops = 5
topCellsByArea = buf_4 (87%), dfxtp_1 (7.5%), ha_1 (0.94%)
syn-instance-count = 171
ys_warn_count = 307
avgSynthCellArea_sq_um = 7.76
ys_seq_frac = 0.0754

[floorplan]
dieArea_sq_mm = 0.0177
die_x_um = 133
die_h_um = 133
ios = 301
core_sq_mm = 0.0126
initCoreUtil = 0.106
rows = 41

[timing]
holdWs_ps = 448
tns_ps = 0
final-hold-violation-count = 0
setup_ws_ps = 238
finClkSkew_ps = 2.69
rsz0062_at_grt = no
report.final.slew_viol_count = 0
setup_viol = 0

[placed_design]
pre_cts_ws_ps = 198
hpwlAfterDp_um = 2180
io_buffers = 2
globalplace.congestion = 0.577
placed_cell_area_sq_um = 985

[cells_and_area]
lay_top_count = conb_1
final_cell_mix = conb_1 (153), dfxtp_1 (5), inv_1 (3), clkbuf_16 (3)
fin_util = 0.0846
drive_above_1_share = 0.0227
fillers = 1503
finalInstanceArea_sq_mm = 0.00106
syn_to_final_growth_pct = -19.9

[flow_run]
warnings = 171
max_cap_violations = 0
[synthesized netlist by cell type, drive strengths merged]
master  number
xnor2        1
buf        153
ha           1
nor2         1
dfxtp        5
or4          1
a21oi        2
inv          3
conb         1
nor2b        1
nand2        1
o31ai        1
[per-stage QoR]
step           std cells  total power [mW]
6_report             348             0.627
5_1_grt              348             0.688
4_1_cts              348             0.647
3_5_place_dp         344             0.233
3_3_place_gp         344             0.233
2_1_floorplan        323             0.447
[kinds of logic (layout without fill, tap and decap cells)]
kind of cell | Yosys count | count (layout) | share of synthesized area
buffers and inverters | 156 | 9 | 0.874
xor gates and xnor gates | 1 | 1 | 0.00660
DFF | 5 | 5 | 0.0754
AOI/OAI and AO/OA | 3 | 3 | 0.0132
adders and majority gates | 1 | 1 | 0.00942
and+or+nand+nor | 4 | 4 | 0.0188
other | 1 | 153 | 0.00282
[layer usage]
metal,up-vias,part of all wire,GRT usage,wire length [um]
met5,-,0,0,0
met4,0,0.0060,0.00183,14
met3,2,0.34,0.0311,791
met2,147,0.19,0.0177,433
met1,212,0.47,0.0255,1100
li1,221,-,-,-
[cell type report]
class	count	area, sq um	share of cell area
Clock buffer	4	78.8	0.0741
Inverter	3	11.3	0.0106
Multi-Input combinational cell	162	638	0.600
Sequential cell	5	100	0.0941
Tap cell	172	215	0.202
Timing Repair Buffer	2	20.0	0.0188
[registers in the layout, indices dropped and copies added, names as in the netlist]
name and count:
valid 1, cou 4
[power groups by stage]
stage / clock [mW] / sequential, mW / combinational [mW]
6_report: 0.403 / 0.158 / 0.0656
5_1_grt: 0.429 / 0.160 / 0.0987
4_1_cts: 0.412 / 0.158 / 0.0767
[worst paths after layout]
kind,cells past startpoint,endpoint
setup reg to reg,2,cou[0]$_DFF_P_
setup / recovery,1,valid
hold / removal,2,valid$_SDFFE_PN0P_
hold reg to reg,2,valid$_SDFFE_PN0P_
Power and IR drop assume default switching activity.
