$ cat design/flow/run.sh
#!/bin/bash
# OpenROAD 26Q1-2900-gdf79404cd8, Yosys 0.63+post, stock flow scripts
make -C /OpenROAD-flow-scripts/flow DESIGN_CONFIG=/design/flow/config.mk WORK_HOME=/design/flow/orfs finish
$ cat design/flow/config.mk
export PLATFORM = sky130hd
export DESIGN_NAME = lab5
export DESIGN_NICKNAME = lab5
export VERILOG_FILES = /design/flow/design.v
export SDC_FILE = /design/flow/constraint.sdc
export NUM_CORES = 4
export LEC_CHECK = 1
export CORE_UTILIZATION = 40
$ cat design/flow/constraint.sdc
current_design lab5

set clk_period 29.4
set clk_io_pct 0.2

create_clock -name clk0 -period $clk_period [get_ports {clk}]

set non_clock_inputs [all_inputs -no_clocks]
set_input_delay [expr $clk_period * $clk_io_pct] -clock clk0 $non_clock_inputs
set_output_delay [expr $clk_period * $clk_io_pct] -clock clk0 [all_outputs]
$ cat design/flow/design.v
module debounce(input  clk, input btn_input, output btn_output);
parameter DEBOUNCE_PERIOD = 2000000;  
reg [20:0] counter;
reg debounced_btn_state;
reg pressed;
assign btn_output = debounced_btn_state;
always@(posedge clk) begin
  if (btn_input == 0) begin
    counter <= 0;
    pressed <= 0;
  end else begin
    counter <= counter + 1;
    pressed <= (debounced_btn_state == 1)? 1 : 0;
  end
end
always@(posedge clk) begin
  if (counter == DEBOUNCE_PERIOD && pressed == 0)
    debounced_btn_state <= 1;
  else
    debounced_btn_state <= (btn_input == 0)? 0 : btn_output;
end
endmodule
module LCD_module(
  input clk,
  input reset,
  input [127:0] row_A,
  input [127:0] row_B,
  output LCD_E,
  output LCD_RS,      
  output LCD_RW,      
  output [3:0] LCD_D  
  );
reg lcd_initialized = 0;
reg [25:0] init_count;
reg [3:0] init_d, icode;
reg init_e, init_rs, init_rw;
reg [24:0] text_count;
reg [3:0] text_d, tcode;
reg text_e, text_rs, text_rw;
assign LCD_E  = (lcd_initialized)? text_e  : init_e;
assign LCD_RS = (lcd_initialized)? text_rs : init_rs;
assign LCD_RW = (lcd_initialized)? text_rw : init_rw;
assign LCD_D  = (lcd_initialized)? text_d  : init_d;
always @(posedge clk) begin
  if (reset) begin
    lcd_initialized <= 0;
    init_count <= 0;
    init_d  <= 4'h0;
    init_e  <= 0;
    init_rs <= 0;
    init_rw <= 1;
  end
  else if (!lcd_initialized) begin
    init_count <= init_count + 1;
    init_e  <= init_count[21];
    init_rs <= 0;
    init_rw <= 0;
    init_d  <= icode;
    case (init_count[25:22])
     0: icode <= 4'h3;  
     1: icode <= 4'h3;  
     2: icode <= 4'h3;  
     3: icode <= 4'h2;  
     4: icode <= 4'h2;  
     5: icode <= 4'h8;  
     6: icode <= 4'h0;  
     7: icode <= 4'h6;  
     8: icode <= 4'h0;  
     9: icode <= 4'hC;  
    10: icode <= 4'h0;  
    11: icode <= 4'h1;  
    default: lcd_initialized <= 1;
    endcase
  end
end
always @(posedge clk) begin
  if (reset) begin
    text_count <= 0;
    text_d  <= 4'h0;
    text_e  <= 0;
    text_rs <= 0;
    text_rw <= 0;
  end
  else if (lcd_initialized) begin
    text_count <= (text_count[24:18] < 68)? text_count + 1 : 0;
    text_e  <= text_count[17];
    text_rs <= 1;
    text_rw <= 0;
    text_d <= tcode;
    case (text_count[24:18])
     0: { text_rs, text_rw, tcode } <= 6'b001000;
     1: { text_rs, text_rw, tcode } <= 6'b000000;
     2: tcode <= row_A[127:124];
     3: tcode <= row_A[123:120];
     4: tcode <= row_A[119:116];
     5: tcode <= row_A[115:112];
     6: tcode <= row_A[111:108];
     7: tcode <= row_A[107:104];
     8: tcode <= row_A[103:100];
     9: tcode <= row_A[99 :96 ];
    10: tcode <= row_A[95 :92 ];
    11: tcode <= row_A[91 :88 ];
    12: tcode <= row_A[87 :84 ];
    13: tcode <= row_A[83 :80 ];
    14: tcode <= row_A[79 :76 ];
    15: tcode <= row_A[75 :72 ];
    16: tcode <= row_A[71 :68 ];
    17: tcode <= row_A[67 :64 ];
    18: tcode <= row_A[63 :60 ];
    19: tcode <= row_A[59 :56 ];
    20: tcode <= row_A[55 :52 ];
    21: tcode <= row_A[51 :48 ];
    22: tcode <= row_A[47 :44 ];
    23: tcode <= row_A[43 :40 ];
    24: tcode <= row_A[39 :36 ];
    25: tcode <= row_A[35 :32 ];
    26: tcode <= row_A[31 :28 ];
    27: tcode <= row_A[27 :24 ];
    28: tcode <= row_A[23 :20 ];
    29: tcode <= row_A[19 :16 ];
    30: tcode <= row_A[15 :12 ];
    31: tcode <= row_A[11 :8  ];
    32: tcode <= row_A[7  :4  ];
    33: tcode <= row_A[3  :0  ];
    34: { text_rs, text_rw, tcode } <= 6'b001100;
    35: { text_rs, text_rw, tcode } <= 6'b000000;
    36: tcode <= row_B[127:124];
    37: tcode <= row_B[123:120];
    38: tcode <= row_B[119:116];
    39: tcode <= row_B[115:112];
    40: tcode <= row_B[111:108];
    41: tcode <= row_B[107:104];
    42: tcode <= row_B[103:100];
    43: tcode <= row_B[99 :96 ];
    44: tcode <= row_B[95 :92 ];
    45: tcode <= row_B[91 :88 ];
    46: tcode <= row_B[87 :84 ];
    47: tcode <= row_B[83 :80 ];
    48: tcode <= row_B[79 :76 ];
    49: tcode <= row_B[75 :72 ];
    50: tcode <= row_B[71 :68 ];
    51: tcode <= row_B[67 :64 ];
    52: tcode <= row_B[63 :60 ];
    53: tcode <= row_B[59 :56 ];
    54: tcode <= row_B[55 :52 ];
    55: tcode <= row_B[51 :48 ];
    56: tcode <= row_B[47 :44 ];
    57: tcode <= row_B[43 :40 ];
    58: tcode <= row_B[39 :36 ];
    59: tcode <= row_B[35 :32 ];
    60: tcode <= row_B[31 :28 ];
    61: tcode <= row_B[27 :24 ];
    62: tcode <= row_B[23 :20 ];
    63: tcode <= row_B[19 :16 ];
    64: tcode <= row_B[15 :12 ];
    65: tcode <= row_B[11 :8  ];
    66: tcode <= row_B[7  :4  ];
    67: tcode <= row_B[3  :0  ];
    default: { text_rs, text_rw, tcode } <= 6'h10;  
    endcase
  end
end
endmodule
`timescale 1ns / 1ps
module lab5(
  input clk,
  input reset_n,
  input [3:0] usr_btn,
  output [3:0] usr_led,
  output LCD_RS,
  output LCD_RW,
  output LCD_E,
  output [3:0] LCD_D
);
wire btn_level, btn_pressed;
reg prev_btn_level;
reg [127:0] row_A="                ";  
reg [127:0] row_B="                ";  
reg [12:0]couprime=2;
reg [12:0]findprime=0;
reg [28:0]rectime=0;
reg [1023:0]prime=0;
reg st=0;
reg levelfinish=0;
reg startprint=0;
reg [1:0]acou=0;
LCD_module lcd0(
  .clk(clk),
  .reset(~reset_n),
  .row_A(row_A),
  .row_B(row_B),
  .LCD_E(LCD_E),
  .LCD_RS(LCD_RS),
  .LCD_RW(LCD_RW),
  .LCD_D(LCD_D)
);
debounce btn_db0(
  .clk(clk),
  .btn_input(usr_btn[3]),
  .btn_output(btn_level)
);    
always @(posedge clk) begin
  if (~reset_n)
    prev_btn_level <= 1;
  else
    prev_btn_level <= btn_level;
end
assign btn_pressed = (btn_level == 1 && prev_btn_level == 0);
always@(posedge clk)
begin
	if(reset_n==0)
	begin
		couprime=2;
		startprint=0;
	end	
	else if(startprint==0)
	begin
		if(couprime<=1023&&acou==1)
		begin
			couprime=couprime+1;
		end
		else if(couprime==1024)
		begin
			couprime=1024;
			startprint=1;
		end
		else couprime=couprime;
	end
    else if(startprint)
    begin
		couprime=1024;
    end
    else
    begin
		couprime=1024;
    end
end
reg kk=0;
always@(posedge clk)
begin
	if(reset_n==0)
	begin
		findprime=0;
		acou=0;
		kk=0;
	end
	else if(startprint==0)
	begin
		if(findprime<=1023 )
		begin
			if(findprime==0)
			begin
				kk=0;
				findprime=couprime;
			end
			else
			begin
				findprime=findprime+couprime;
				kk=1;
			end
			acou=0;
		end
		else if(findprime>=1023)
		begin
			acou=1;
			kk=0;
			findprime=0;
		end
	end
    else if(startprint)
    begin
		findprime=1023;
    end
    else
    begin
		findprime=findprime;
    end
end
always@(posedge clk)
begin
	if(reset_n==0) prime=0;
	else if(startprint==0)
	begin
		prime[0]=1;
		prime[1]=1;
		prime[5]=0;
		prime[7]=0;
		prime[11]=0;
		if(acou==0&&kk==1&&findprime<1024) prime[findprime]=1;
	end
	else
	begin
		prime=prime;
	end
end
assign usr_led[0]=prime[4];
assign usr_led[1]=prime[11];
assign usr_led[2]=prime[5];
assign usr_led[3]=prime[7];
always@(posedge clk)
begin
	if (reset_n==0)
	begin
		st=0;
		rectime=0;
	end
	else if(startprint)
	begin
		if(rectime==70000000)
		begin
			rectime=0;
			st=1;
		end
		else if(rectime<70000000)
		begin
			rectime=rectime+1;
			st=0;
		end
		else
		begin
			rectime=rectime;
		end
	end
end
reg [7:0]timescou=1;
reg [7:0]timescou1=2;
reg c=0;
always@(posedge clk)
begin
	if(reset_n==0)
	begin
		c=0;
	end
	else if(btn_pressed)
	begin
		if(c==0)c=1;
		else if(c)c=0;
	end
end
reg [11:0]u=2;
reg [11:0]uu=3;
reg [11:0]o=2;
reg [11:0]oo=3;
reg hold=1,hold1=1;
reg pro=0,pro1=0;
always@(posedge clk)
begin
	if(reset_n==0)
	begin
		timescou=1;
	end
	else if(st)
	begin	
		if(c==0)
		begin
			if(timescou<172)
			begin
				timescou=timescou+1;
			end
			else if(timescou==172)
			begin
				timescou=1;
			end
		end
		else if(c==1)
		begin
			if(timescou>0)
			begin
				timescou=timescou-1;
			end
			else if(timescou==0)
			begin
				timescou=172;
			end
		end
	end			
end
always@(posedge clk)
begin
	if(reset_n==0)
	begin
		timescou1=2;
	end
	else if(st)
	begin
		if(c==0)
		begin
			if(timescou1<172)
			begin
				timescou1=timescou1+1;
			end
			else if(timescou1==172)
			begin
				timescou1=1;
			end
		end
		else if(c==1)
		begin
			if(timescou1>0)
			begin
				timescou1=timescou1-1;
			end
			else if(timescou1==0)
			begin
				timescou1=172;
			end
		end
	end		
end
always@(posedge clk)
begin
	if(reset_n==0)
	begin
		u=2;
		pro=0;
		hold=1;
	end
	else if(st)
	begin
		pro=1;	
	end
	else if(pro)
	begin
		if(prime[u]==0)
		begin
			hold=0;
			pro=0;
		end
		else if(prime[u]==1)
		begin
			hold=1;
			if(c==0)
			begin
				if(u<1023) u=u+1;
				else if(u==1023) u=0;
			end
			else if(c)
			begin
				if(u>0) u=u-1;
				else if(u==0) u=1023;
			end
		end
	end
	else if(hold==0)
	begin
		hold=1;
		if(c==0)
		begin
			if(u<1023) u=u+1;
			else if(u==1023) u=0;
		end
		else if(c)
		begin
			if(u>0) u=u-1;
			else if(u==0) u=1023;
		end
	end
end
always@(posedge clk)
begin
	if(reset_n==0)
	begin
	o=2;
	end
	else if(hold==0)
	begin
	o=u;	
	end
end
always@(posedge clk)
begin
	if(reset_n==0)
	begin
		uu=3;
		pro1=0;
		hold1=1;
	end
	else if(st)
	begin
		pro1=1;	
	end
	else if(pro1)
	begin
		if(prime[uu]==0)
		begin
			hold1=0;
			pro1=0;
		end
		else if(prime[uu]==1)
		begin
			hold1=1;
			if(c==0)
			begin
				if(uu<1023) uu=uu+1;
				else if(uu==1023) uu=0;
			end
			else if(c)
			begin
				if(uu>0) uu=uu-1;
				else if(uu==0) uu=1023;
			end
		end
	end
	else if(hold1==0)
	begin
		hold1=1;
		if(c==0)
		begin
			if(uu<1023) uu=uu+1;
			else if(uu==1023) uu=0;
		end
		else if(c)
		begin
			if(uu>0) uu=uu-1;
			else if(uu==0) uu=1023;
		end
	end
end
always@(posedge clk)
begin
	if(reset_n==0)
	begin
		oo=3;
	end
	else if(hold1==0)
	begin
		oo=uu;	
	end
end
always@(posedge clk)
begin
	row_A[127:120]="P";
	row_A[119:112]="r";
	row_A[111:104]="i";
	row_A[103:96]="m";
	row_A[95:88]="e";
	row_A[87:80]= " ";
	row_A[79:72]="#";
	row_A[71:64]=(timescou[7:4]>=0&&timescou[7:4]<10)?timescou[7:4]+48:timescou[7:4]+55;
	row_A[63:56]=(timescou[3:0]>=0&&timescou[3:0]<10)?timescou[3:0]+48:timescou[3:0]+55;
	row_A[55:48]=" ";
	row_A[47:40]="i";	
	row_A[39:32]="s";
	row_A[31:24]=" ";
	row_A[23:16]=(o[9:8]>=0&&o[9:8]<10)?o[9:8]+48:o[9:8]+55;
	row_A[15:8] =(o[7:4]>=0&&o[7:4]<10)?o[7:4]+48:o[7:4]+55;
	row_A[7:0]  =(o[3:0]>=0&&o[3:0]<10)?o[3:0]+48:o[3:0]+55;
	row_B[127:120]="P";
	row_B[119:112]="r";
	row_B[111:104]="i";
	row_B[103:96]="m";
	row_B[95:88]="e";
	row_B[87:80]=" ";
	row_B[79:72]="#";
	row_B[71:64]=(timescou1[7:4]>=0&&timescou1[7:4]<10)?timescou1[7:4]+48:timescou1[7:4]+55;
	row_B[63:56]=(timescou1[3:0]>=0&&timescou1[3:0]<10)?timescou1[3:0]+48:timescou1[3:0]+55;
	row_B[55:48]=" ";
	row_B[47:40]="i";	
	row_B[39:32]="s";
	row_B[31:24]=" ";	
	row_B[23:16]=(oo[9:8]>=0&&oo[9:8]<10)?oo[9:8]+48:oo[9:8]+55;
	row_B[15:8] =(oo[7:4]>=0&&oo[7:4]<10)?oo[7:4]+48:oo[7:4]+55;
	row_B[7:0]  =(oo[3:0]>=0&&oo[3:0]<10)?oo[3:0]+48:oo[3:0]+55;
end
endmodule
==> impl_metrics.tcl <==
# collected from the flow reports
set metrics [dict create \
    hold_path_class "reg2reg" \
    post_cts_buffers 0 \
    syn_area_um2 65140 \
    vias 56610 \
    die_y_um 405.5 \
    drtPass1Iterations 6 \
    end_kind "flip-flop" \
    top_area_cell "dfxtp_1" \
    drt_wl_total_um 236700 \
    chipWidth_um 405.5 \
    powerDensity_nw_per_um2 60.67 \
    synth.avg_cell_area_um2 9.236 \
    skew_ns 0.03291 \
    worstMarginPinSlew_ns 1.240 \
    finalSetupTns_ns 0 \
    antenna_found_initial 8 \
    ys_cells 7053 \
    crit_fanout 120 \
    drtIter0Drc 5224 \
    grt_overflow 0 \
    arrival_ns 9.93 \
    power_w 0.004333 \
    die_area_um2 164500 \
    numSynthFlops 1306 \
    slew_violations 0 \
    rsz0062_at_grt "false" \
    ctsResizeCount 0 \
    area_growth_pct 9.641 \
    hold_viol_final 0 \
    slew-limit-headroom_pct 17.08 \
    clkLatencyLatePin_ns 0.79 \
    postLayoutSetupSlackWorst_ns 20.11 \
    edf_count 8 \
    peakVddDrop_mv 0.06203 \
    cts.reportedPaths.clkPinSlew_ns 0.06 \
    grt_pass1_vias 54000 \
    holdPathStages 0 \
    finalSetupViolCount 0 \
    hold_buffers 0 \
    log.warning_count 51 \
    root_buffer "clkbuf_16" \
    fp_util_pct 40.43 \
    yosys_area_um2 65140 \
    cts_buffer_depth 3 \
    required_ns 30.04 \
    cap_violations 0 \
    portBuffers 13 \
    gp_congestion 0.9933 \
    drc 0 \
    top_cell_area_share_pct 39.89 \
    cts_tree "built" \
    yosysSeqAreaShare_pct 40.26 \
    flop_cell "dfxtp_1" \
    crit_type "in2reg" \
    numCtsBuffers 144 \
    core_area_um2 161100 \
    common_cells "nor2_1, dfxtp_1, a21oi_1" \
    num_io_pins 17 \
    grt_pass1_wl_um 353200 \
    grt_start_max_net_pins 121 \
    async_flop_share_pct 0 \
    period_used_pct 31.61 \
    fmax_mhz 107.6 \
    r2r-start "uu[1]" \
    dpl.hpwl_um 149200 \
    wl_per_cell_um 26.18 \
    status "completed" \
    layout_min_cycle_time_ns 9.293 \
    start_kind "input port" \
    synthDistinctLibCells 110 \
    synth_cells 7053 \
    crit_start "reset_n" \
    cts_sinks 1306 \
    grt.total_usage_pct 29.80 \
    worstRegToRegCells 14 \
    drive_gt1_share_pct 13.93 \
    topCellsByArea "dfxtp_1, mux4_2, nor2_1" \
    fin_util_pct 44.33 \
    p_leak_nw 25.47 \
    dp_slack_ns 19.47 \
    viasPerCell 6.261 \
    synth.most_common_cell "nor2_1" \
    h-tree-depth 4 \
    ant_nets 0 \
    worstHoldStart "oo[8]" \
    rows 147 \
    synth-warning-count 3 \
]
## state kept, by name, indices dropped and copies added, names as in the netlist, 4 cells and up
register,count
findprime,13
lcd0.text_d,4
rectime,29
o,10
row_A,32
prime,1023
lcd0.text_count,25
lcd0.tcode,4
lcd0.init_d,4
row_B,30
lcd0.icode,4
timescou,8
oo,10
uu,12
btn_db0.counter,21
lcd0.init_count,26
couprime,13
timescou1,8
u,12
## report_power, final
group          total [W]  internal, W  switching (W)
logic           0.000717     0.000110       0.000608
registers        0.00179      0.00178      0.0000117
clock network    0.00182      0.00106       0.000761
## metal layers
metal	GRT usage (%)	vias up	routed length, um
met1	40.95	27560	92650
met3	13.59	663	32210
met2	41.18	3249	98450
met5	0.4163	-	150
li1	-	25120	-
met4	13.09	16	13250
## area by class of cell
class,count,area (um^2)
fill,14960,89700
multi-input combinational,5032,35740
sequential,1306,26260
clock buffer,218,4259
tap,2160,2703
timing repair buffer,209,1694
clock inverter,38,471.7
inverter,73,281.5
antenna,5,12.51
## critical path, cell delays in order
cell and delay [ns]:
buf_8 0.25, inv_8 0.56, buf_4 0.70, buf_4 0.65, buf_4 0.76, buf_4 0.68
nor2_1 0.11
## metrics by stage
step / cell area [um^2] / hold slack (ns) / std cells
after floorplan: 65140 / 0.3305 / 7053
after global placement: 66680 / 0.3391 / 8780
final: 71420 / 0.3515 / 9041
after CTS: 71410 / 0.3542 / 9036
after global routing: 71410 / 0.3684 / 9037
after detailed placement: 66680 / 0.3427 / 8780
## layout by cell type, fill, tap and decap left out, types with 28 or more instances in the layout
cell type  Yosys  final
xnor2_1       67     67
o21a_1       260    260
and3_1        28     28
clkbuf_16      0    150
nand4_1       42     42
and2_1        65     65
mux2_2        71     71
a211oi_1      46     46
xor2_1        66     66
inv_1         68     66
ha_1          44     44
o21ai_0      121    121
clkbuf_1     420     43
dfxtp_1     1298   1287
mux4_2       393    393
nand2_1      334    334
mux2i_1      270    270
nor2b_1       59     58
nor2_1      1410   1393
buf_4         40    189
nand2b_1      41     41
a22oi_1       48     48
a21oi_1      552    552
o22ai_1       90     90
a31oi_1      387    387
nor3_1        92     88
nand3_1      146    146
## cells by family (layout without fill, tap and decap cells)
kind of cell    count (synthesis)  after routing  synth area share [%]
compound gates               1754           1754                 17.17
xor+xnor                      133            133                 1.788
fa+ha+maj                      45             45                0.8759
buf+inv                       715            538                 5.058
flops                        1306           1306                 40.26
mux                           735            735                 18.98
other cells                     2              7               0.01153
simple gates                 2363           2363                 15.85
## final timing paths
check                to  slack (ns)
min reg2reg   row_B[16]        0.35
max          prime[678]       20.11
min           row_B[16]        0.35
max reg2reg      uu[11]       23.57
